### design.v
module  votern(pass,vote,sel);
parameter n=9;
output  pass;
input[n-1:0]  vote;
input sel;
integer  sum;
integer  i;
integer b=n*2/3;
integer s=n/3;
reg  pass;
always @(vote)
  begin
	sum=0;
	for(i=0;i<=n-1;i=i+1)	  	
	if(vote[i]) sum=sum+1;
	if(sel&&sum>b)  pass=1;
	else if(!sel&&sum>s) pass=1;
	else  pass=0;
   end
endmodule
### run.sh
#!/bin/bash
# OpenROAD 26Q1-2900-gdf79404cd8, Yosys 0.63+post, stock flow scripts
make -C /OpenROAD-flow-scripts/flow DESIGN_CONFIG=/design/flow/config.mk WORK_HOME=/design/flow/orfs finish
### config.mk
export PLATFORM = sky130hd
export DESIGN_NAME = votern
export DESIGN_NICKNAME = votern
export VERILOG_FILES = /design/flow/design.v
export SDC_FILE = /design/flow/constraint.sdc
export NUM_CORES = 4
export LEC_CHECK = 1
export CORE_AREA = 10 10 70 70
export DIE_AREA = 0 0 80 80
### constraint.sdc
current_design votern

set clk_period 5.4
set clk_io_pct 0.2

create_clock -name clk0 -period $clk_period

set non_clock_inputs [all_inputs -no_clocks]
set_input_delay [expr $clk_period * $clk_io_pct] -clock clk0 $non_clock_inputs
set_output_delay [expr $clk_period * $clk_io_pct] -clock clk0 [all_outputs]
==> impl_metrics.toml <==
# flow metrics
[cells_and_area]
nFillCells = 344
final_layout_size_suffix_gt1_share_pct = 45.5
ff_latch_area_sq_um = 0
syn_to_final_growth_pct = 65.2
stdcell_count = 191
fin_util_pct = 39.0
comb_area_sq_um = 851
clkbuf_count = 0
flops = 0

[flow_run]
warnings = 38
maxCapViolations = 0

[synthesis]
yosysUniqueCellTypes = 46
synthDominantCellAreaShare_pct = 14.0
mappedNetlistArea_sq_um = 806
avgSynthCellArea_sq_um = 7.67
yosys_cells = 105
yosys_warnings = 1
ys_seq_share_pct = 0
topCellsByArea = "ha_1 (14%), xnor2_1 (9.8%), mux2i_1 (6.2%)"
ys_area_sq_um = 806
netlist_instances = 105
synth_area_leader_cell = "ha_1"

[power_and_ir_drop]
vdd_drop_max_v = 0.0000903
p_leak_nw = 0.567
power.density_nw_per_um2 = 253

[hold_path]
hold_path.class = "primary input to output pin"

[floorplanning]
fp-utilization_pct = 23.6
coreArea_sq_um = 3420
num_io_pins = 11
die_h_um = 80
chipWidth_um = 80
std_cell_rows = 21
die-area_sq_um = 6400

[route]
drc_errors = 0
post_drt_wl_per_cell_um = 9.14
first_pass_iters = 4
vias_per_cell = 4.39
routed_wl_um = 1750
route.antenna.diode_count = 0
drtAntennaViolNets = 0
drt_iter0_drc = 26
vias = 839

[setup_path]
crit_path_max_fanout = 3
critPathSlowestCell = "ha_1"
start_kind = "primary input"
cp_data_required_time_ns = 4.32
cp-end-kind = "output pin"
crit_arrival_ns = 4.89
slowest_delay_ns = 0.29
critical_path_class = "primary input to output pin"

[sta]
rsz0062_at_grt = "true"
slew_headroom_pct = 77.3
finalClockPeriodUsage_pct = 110
setup_violations = 1
timing.final.hold_violations = 0
timing.fmax_mhz = 168
drv_slew = 0
fin_ws_ns = -0.567
worst_pin_slew_ns = 0.338
holdWs_ns = 2.93
min_period_ns = 5.97

[placed_design]
finalWeightedCongestion = 0.821
dp_cells = 188
io_buffers = 11
hpwlAfterDp_um = 1570

[clock_tree]
hold_buffers = 0

[global_routing]
track_usage_pct = 5.66
overflow = 0
grt_pass1_wl_um = 3250
grt_pass1_vias = 804
antenna_found_initial = 0
grt_max_degree = 8

[outcome]
failed_checks = "negative setup slack"
status = "finished with violations"
## metrics by stage
stage | TNS (ns) | total power (W) | instance area (sq um) | setup slack [ns]
6_report | -0.567 | 0.000337 | 1330 | -0.567
3_3_place_gp | -1.57 | 0.000305 | 1270 | -1.57
4_1_cts | -0.634 | 0.000332 | 1320 | -0.634
5_1_grt | -0.838 | 0.000373 | 1330 | -0.838
2_1_floorplan | -0.381 | 0.000193 | 916 | -0.381
3_5_place_dp | -1.63 | 0.000309 | 1270 | -1.63
## routing by layer
| layer | up-vias | global-route usage, % | wire length, um | part of all wire, % |
|---|---|---|---|---|
| li1 | 455 | - | - | - |
| met1 | 377 | 7.69 | 863 | 49 |
| met2 | 7 | 9.71 | 829 | 48 |
| met3 | 0 | 0.682 | 53 | 3.0 |
| met4 | 0 | 0.352 | 0 | 0 |
| met5 | - | 0 | 0 | 0 |
## synth_stat cells, types with 2 or more instances
master    number
inv_1         11
nand3_1        6
nand4_1        2
buf_2          2
xnor2_1        9
o22ai_1        2
nand2_1       11
nor2_1         6
o31ai_1        2
mux2i_1        5
o21ai_0        2
a21oi_1        2
nand4b_1       2
nor2b_1        3
ha_1           9
## final timing paths
check	slack (ns)	from	endpoint	cells past startpoint
hold / removal	2.93	vote[8]	pass	5
setup / recovery	-0.57	vote[0]	pass	25
## final cells by class
cell class | instances | area share (%)
repair buffers | 45 | 27.9
multi-input cells | 89 | 63.9
well taps | 46 | 4.32
inverters | 11 | 3.85
## cells by family after synthesis
logic type | count (synthesis) | synth area share (%)
muxes | 6 | 7.61
and+or+nand+nor | 38 | 24.2
adders and majority gates | 9 | 14.0
buffers and inverters | 16 | 9.16
xor gates and xnor gates | 14 | 22.1
AOI/OAI and AO/OA | 22 | 23.0
## layout by cell type (no fill, tap or decap), drive strengths merged, types with 3 or more instances in the layout
master	Yosys	routed
nand2	11	11
nand3	6	6
o31ai	3	3
inv	11	11
nor2b	3	3
o21ai	4	4
ha	9	9
o22ai	3	3
buf	4	38
mux2i	5	5
nor2	6	6
clkdlybuf4s50	0	6
xnor2	10	10
## power breakdown
| part | leakage [nW] | internal, W | total (W) | switching [W] |
|---|---|---|---|---|
| sequential | 0 | 0 | 0 | 0 |
| clock | 0 | 0 | 0 | 0 |
| combinational | 0.567 | 0.000197 | 0.000337 | 0.000139 |
## worst max-delay path, delay by kind of cell
| family | cells | cell delay, ns |
|---|---|---|
| and+or+nand+nor | 3 | 0.26 |
| muxes | 4 | 0.89 |
| buffers and inverters | 5 | 0.37 |
| adders and majority gates | 6 | 1.46 |
| AOI/OAI and AO/OA | 7 | 0.81 |
## timing repair
action,4_1_cts,5_1_grt
endpoints found under the hold margin,0,0
setup endpoints to repair,1,1
pin swaps,7,2
buffers inserted,3,0
gates resized,27,3
Power figures rest on the tool's default switching activity, not on a simulated workload.
